==> flow/design.v <==
module ConditionCheck(input [3:0] condition,SR,
                      output reg condition_check_result);
  assign {n,z,c,v}=SR;
  always@(*)begin
    if(condition==4'd0)
      condition_check_result=z;
    else if(condition==4'd1)
      condition_check_result=!z;
    else if(condition==4'd2)
      condition_check_result=c;
    else if(condition==4'd3)
      condition_check_result=!c;
    else if(condition==4'd4)
      condition_check_result=n;
    else if(condition==4'd5)
      condition_check_result=!n;
    else if(condition==4'd6)
      condition_check_result=v;
    else if(condition==4'd7)
      condition_check_result=!v;
    else if(condition==4'd8)
      condition_check_result=c&!z;
    else if(condition==4'd9)
      condition_check_result=!c|z;
    else if(condition==4'd10)
      condition_check_result=(n==v);
    else if(condition==4'd11)
      condition_check_result=(n!=v);
    else if(condition==4'd12)
      condition_check_result=!z &(n==v);
    else if(condition==4'd13)
      condition_check_result=z&(n!=v);
    else if(condition==4'd14)
      condition_check_result=1'b1;
  end  
endmodule
module ControlUnit(input [1:0] mode,
                   input [3:0] opcode,
                   input s,
                   output reg [3:0] EXE_CMD,
                   output reg memory_read_en,memory_write_en,WB_Enable,B,S,Rn_is_valid);
  always@(*)begin
    if(mode==2'b00) begin
      if(opcode==4'b1101) begin  
        EXE_CMD=4'b0001;
        memory_read_en=1'b0;
        memory_write_en=1'b0;
        WB_Enable=1'b1;
        B=1'b0;
        S=s;
        Rn_is_valid=1'b0;
      end
      else if(opcode==4'b1111) begin
        EXE_CMD=4'b1001;
        memory_read_en=1'b0;
        memory_write_en=1'b0;
        WB_Enable=1'b1;
        B=1'b0;
        S=s;
        Rn_is_valid=1'b0;
      end
      else if(opcode==4'b0100) begin
        EXE_CMD=4'b0010;
        memory_read_en=1'b0;
        memory_write_en=1'b0;
        WB_Enable=1'b1;
        B=1'b0;
        S=s;
        Rn_is_valid=1'b1;
      end
      else if(opcode==4'b0101) begin
        EXE_CMD=4'b0011;
        memory_read_en=1'b0;
        memory_write_en=1'b0;
        WB_Enable=1'b1;
        B=1'b0;
        S=s;
        Rn_is_valid=1'b1;
      end
      else if(opcode==4'b0010) begin
        EXE_CMD=4'b0100;
        memory_read_en=1'b0;
        memory_write_en=1'b0;
        WB_Enable=1'b1;
        B=1'b0;
        S=s;
        Rn_is_valid=1'b1;
      end
      else if(opcode==4'b0110) begin
        EXE_CMD=4'b0101;
        memory_read_en=1'b0;
        memory_write_en=1'b0;
        WB_Enable=1'b1;
        B=1'b0;
        S=s;
        Rn_is_valid=1'b1;
      end
      else if(opcode==4'b0000) begin
        EXE_CMD=4'b0110;
        memory_read_en=1'b0;
        memory_write_en=1'b0;
        WB_Enable=1'b1;
        B=1'b0;
        S=s;
        Rn_is_valid=1'b1;
      end
      else if(opcode==4'b1100) begin
        EXE_CMD=4'b0111;
        memory_read_en=1'b0;
        memory_write_en=1'b0;
        WB_Enable=1'b1;
        B=1'b0;
        S=s;
        Rn_is_valid=1'b1;
      end
      else if(opcode==4'b0001) begin
        EXE_CMD=4'b1000;
        memory_read_en=1'b0;
        memory_write_en=1'b0;
        WB_Enable=1'b1;
        B=1'b0;
        S=s;
        Rn_is_valid=1'b1;
      end
      else if(opcode==4'b1010) begin
        EXE_CMD=4'b0100;
        memory_read_en=1'b0;
        memory_write_en=1'b0;
        WB_Enable=1'b0;
        B=1'b0;
        S=1'b1;
        Rn_is_valid=1'b1;
      end
      else if(opcode==4'b1000) begin
        EXE_CMD=4'b0110;
        memory_read_en=1'b0;
        memory_write_en=1'b0;
        WB_Enable=1'b0;
        B=1'b0;
        S=1'b1;
        Rn_is_valid=1'b1;
      end
    end
    else if(mode==2'b01 && opcode==4'b0100) begin
      if(s==1'b1) begin
        EXE_CMD=3'b0010;
        memory_read_en=1'b1;
        memory_write_en=1'b0;
        WB_Enable=1'b1;
        B=1'b0;
        S=1'b0;
        Rn_is_valid=1'b1;
      end
      else if(s==1'b0) begin
        EXE_CMD=3'b0010;
        memory_read_en=1'b0;
        memory_write_en=1'b1;
        WB_Enable=1'b0;
        B=1'b0;
        S=1'b0;
        Rn_is_valid=1'b1;
      end
    end
    else if(mode==2'b10) begin
      memory_read_en=1'b0;
      memory_write_en=1'b0;
      WB_Enable=1'b0;
      B=1'b1;
      S=1'b0;
      Rn_is_valid=1'b0;
    end
  end
endmodule
module ID_Stage(input clk,rst,
                input [31:0] Instruction,Result_WB,
                input writeBackEn,
                input [3:0] Dest_wb,
                input hazard,
                input [3:0] SR,
                output WB_EN,MEM_R_EN,MEM_W_EN,B,S,
                output [3:0] EXE_CMD,
                output [31:0] Val_Rn,Val_Rm,
                output imm,
                output [11:0] Shift_operand,
                output [23:0] Signed_imm_24,
                output [3:0] Dest,src1,src2,
                output Two_src,Rn_is_valid);
    wire [3:0] pre_EXE_CMD;
    assign Dest=Instruction[15:12];
    assign s=Instruction[20];
    assign imm=Instruction[25];
    assign Shift_operand=Instruction[11:0];
    assign Signed_imm_24=Instruction[23:0];
    assign src1=Instruction[19:16];
    RegisterFile register_file(.clk(clk),
          .rst(rst),
          .src1(src1),
          .src2(src2),
          .Dest_wb(Dest_wb),
          .Result_WB(Result_WB),
          .writeBackEn(writeBackEn),
          .reg1(Val_Rn),
          .reg2(Val_Rm));
    ControlUnit control_unit(.mode(Instruction[27:26]),
          .opcode(Instruction[24:21]),
          .s(s),
          .EXE_CMD(pre_EXE_CMD),
          .memory_read_en(pre_MEM_R_EN),
          .memory_write_en(pre_MEM_W_EN),
          .WB_Enable(pre_WB_EN),
          .B(pre_B),
          .S(pre_S),
          .Rn_is_valid(Rn_is_valid));
    ConditionCheck condition_check(.condition(Instruction[31:28]),
          .SR(SR),
          .condition_check_result(condition_check_result));
    not _not(imm_not,imm);
    or _or(Two_src,imm_not,pre_MEM_W_EN); 
    and _and(control_signal_selector,condition_check_result,!hazard);
    Mux#(4) _mux1(.a(Instruction[3:0]),
          .b(Dest),
          .selector(pre_MEM_W_EN),
          .result(src2));
    Mux#(9) _mux2(.a(9'b000000000),
          .b({pre_EXE_CMD,pre_MEM_R_EN,pre_MEM_W_EN,pre_WB_EN,pre_B,pre_S}),
          .selector(control_signal_selector),
          .result({EXE_CMD,MEM_R_EN,MEM_W_EN,WB_EN,B,S}));
endmodule
module Mux#(parameter n=9)(input [n-1:0] a,b,input selector,output [n-1:0]result);
  assign result = selector?b:a;
endmodule
module RegisterFile(input clk,rst,
                    input [3:0] src1,src2,Dest_wb,
                    input [31:0] Result_WB,
                    input writeBackEn,
                    output [31:0] reg1,reg2);
  reg [31:0] registers[0:14];
  initial begin
    registers[0]=32'd0;
    registers[1]=32'd1;
    registers[2]=32'd2;
    registers[3]=32'd3;
    registers[4]=32'd4;
    registers[5]=32'd5;
    registers[6]=32'd6;
    registers[7]=32'd7;
    registers[8]=32'd8;
    registers[9]=32'd9;
    registers[10]=32'd10;
    registers[11]=32'd11;
    registers[12]=32'd12;
    registers[13]=32'd13;
    registers[14]=32'd14;
  end
  always@(posedge rst,negedge clk)begin
    if(rst) begin
      registers[0]=32'd0;
      registers[1]=32'd1;
      registers[2]=32'd2;
      registers[3]=32'd3;
      registers[4]=32'd4;
      registers[5]=32'd5;
      registers[6]=32'd6;
      registers[7]=32'd7;
      registers[8]=32'd8;
      registers[9]=32'd9;
      registers[10]=32'd10;
      registers[11]=32'd11;
      registers[12]=32'd12;
      registers[13]=32'd13;
      registers[14]=32'd14;
    end
    else if(writeBackEn)
      registers[Dest_wb]<=Result_WB;
  end
  assign reg1=registers[src1];
  assign reg2=registers[src2];  
endmodule
==> flow/run.sh <==
#!/bin/bash
# OpenROAD 26Q1-2900-gdf79404cd8, Yosys 0.63+post, stock flow scripts
make -C /OpenROAD-flow-scripts/flow DESIGN_CONFIG=/design/flow/config.mk WORK_HOME=/design/flow/orfs finish
==> flow/config.mk <==
export PLATFORM = sky130hd
export DESIGN_NAME = ID_Stage
export DESIGN_NICKNAME = ID_Stage
export VERILOG_FILES = /design/flow/design.v
export SDC_FILE = /design/flow/constraint.sdc
export NUM_CORES = 4
export LEC_CHECK = 1
export CORE_UTILIZATION = 50
==> flow/constraint.sdc <==
current_design ID_Stage

set clk_period 5.0
set clk_io_pct 0.2

create_clock -name clk0 -period $clk_period [get_ports {clk}]

set non_clock_inputs [all_inputs -no_clocks]
set_input_delay [expr $clk_period * $clk_io_pct] -clock clk0 $non_clock_inputs
set_output_delay [expr $clk_period * $clk_io_pct] -clock clk0 [all_outputs]
==> summary.txt <==
Here are the numbers from the latest Yosys + OpenROAD run.

The vertical die size came out at 227 um. The switching portion of total power is 28.9%. The global-route usage over all layers is 43.1%. The number of antenna violations at the first check in global routing is 3. The number of max-slew violations in the final report is 0. Per the OpenROAD power report, switching power amounts to 3750 uW. The global placement routability congestion came out at 0.990. Looking at the power breakdown, sequential logic takes 43.2% of the total. The power report attributes to the combinational group a share of 24.7%. The timing report gives the biggest stage delay along the critical path as 0.51 ns. The critical-path cell with the highest stage delay is sky130_fd_sc_hd__or4_4. The post-detailed-route count of antenna-violating nets is 0.

The pre-placement core utilization came out at 50.5%. The setup slack after layout is -0.706 ns. In this run the maximum-capacitance check reported violations numbering 0. By instance count after routing, the leading logic cell type is sky130_fd_sc_hd__mux2_2. The fraction of post-synthesis cell area in the top cell type by area is 44.7%. The power density over the cells came out at 391 mW/mm2. The total of buffers placed on input and output ports is 175.

The clock passes through at most 3 buffers. Broken down by cell family, the worst path's largest delay share belongs to AND-OR/OR-AND gates. The final-layout setup total negative slack is -24.15 ns. Measured along the x axis, the die boundary spans 227 um. For this run the detailed placement stage logged an HPWL of 63300 um. The number of OpenROAD warnings is 56.

The type of the worst setup path is flop to output port. On the reported timing paths, the clock transition at the registers reads 0.04 ns. The total leakage power is 0.0142 uW. The number of primary I/O pins came out at 200.

The cell count of the worst hold path is 1. After detailed routing, the number of remaining DRC violations is 0. Cells with a size suffix above 1 make up 46.4% of the layout. The hold-critical path endpoint is register_file.registers[1][29]. Counting flops with an async set or reset pin after synthesis yields a share of 97.8%. TritonCTS built the clock tree. Looking at the cell usage after synthesis, the top flip-flop cell is sky130_fd_sc_hd__dfrtn_1. The average footprint of a synthesized cell came out at 11.8 um2. Looking at the max-slew report, the worst-margin pin has a slew of 0.738 ns.

The worst flop-to-flop path endpoint is register_file.registers[12][24]. The worst endpoint required time came out at 4.00 ns. The post-synthesis cell count from yosys is 2152. The data arrival time of the critical path is 4.71 ns. Of all cell types, the one taking the most synthesized area is sky130_fd_sc_hd__dfrtn_1.

The clock latency on the worst-skew pair came out at 0.61 ns. The number of placement rows came out at 82. The total of flip-flops plus latches after synthesis came out at 491. Detailed-route iteration 0 reported a violation count of 2302. The number of non-filler instances in the completed layout came out at 3309.

The cell count after synthesis is 2152. Logic depth along the worst register-to-register path is recorded as 3. The overflow left after global routing is 0. The first-pass GRT wire length came out at 152000 um.

The count of yosys warnings during synthesis came out at 17. The count of endpoints without a timing constraint came out at 12. The final report lists the setup-violating endpoint count as 64. The cell area that synthesis handed to floorplanning was 0.0253 mm2. The worst VDD IR drop from the latest analysis is 0.000384 V.

The library cells used most frequently in the layout, excluding fill and tap cells, are sky130_fd_sc_hd__mux2_2, sky130_fd_sc_hd__dfrtn_1, sky130_fd_sc_hd__buf_4. Per the timing report, the most critical flop-to-flop path originates at register_file.registers[12][24]. Looking at hold timing, the worst path starts from register_file.registers[1][29].

The overall die area is 0.0515 mm2. The H-tree was split into 2 levels. The setup skew after layout is 0 ns. The floorplan core area came out at 0.0501 mm2.

The number of failing hold endpoints at the final stage is 0. The minimum setup slack among reg-to-reg paths is 3.98 ns. After detailed routing, the average wire length per cell comes to 31.5 um.

The summed standard-cell area reported by yosys is 0.0253 mm2. Looking at the clock tree report, the root buffer type is sky130_fd_sc_hd__clkbuf_16. The number of register pins that no clock reaches is 11. In this run, synthesis inferred 0 flip-flops with an integrated enable. The routed design has 104000 um of wire. The share of the core filled with cells is 66.3%. The tightest min-delay check is of the flop to flop type.

Dividing the detail-routed via count by the number of cells gives 6.87. The overall power after layout came out at 13000 uW. The element type at the critical path end is an output port. The fraction of power consumed by the clock network is 32.1%. For reference, the critical path cell chain is a222oi_1, o221ai_1, or4_4, buf_2. The checks that failed: negative setup slack. The iteration count recorded for the first detailed-route pass is 8.

The total instance count after detailed placement is 3133. The worst setup path is launched from a flop. The total via count in the routed design came out at 22700.

After synthesis, the cell types taking the most area are sky130_fd_sc_hd__dfrtn_1, sky130_fd_sc_hd__mux2_2, sky130_fd_sc_hd__a22oi_1, sky130_fd_sc_hd__a222oi_1, sky130_fd_sc_hd__dfstp_2. The final worst hold slack is 0.481 ns. The number of buffers added by the clock tree synthesis step is 54. The count of buffer and inverter cells on the critical path came out at 1. The run finished, with violations left. In the Yosys stats the netlist draws on 71 distinct library cells. The headroom to the max-slew limit is 50.6%. The via count of the first global-routing pass is 22900. The largest driver fanout on the critical path came out at 2. Entering global routing, the biggest net connects 73 pins. The area overhead of the layout relative to synthesis is 31.1%.

Setup repair after global routing could not meet its margin everywhere. The cell-internal power is 9230 uW.
## timing repair
item / CTS / global route
hold buffers: 0 / 0
buffers inserted: 53 / 7
endpoints found under the setup margin: 64 / 64
resized: 270 / 48
pin swaps: 204 / 118
## worst max-delay path by stage
stage	from	endpoint	slack, ns	cells past startpoint
4_1_cts	register_file.registers[3][29]	Val_Rm[29]	-0.84	6
5_1_grt	register_file.registers[11][1]	Val_Rm[1]	-0.74	4
6_report	register_file.registers[11][1]	Val_Rm[1]	-0.71	4
## power groups by stage
stage                 Sequential, uW  Combinational, uW  Clock, uW
after CTS                       5570               3140       4190
after global routing            5710               3430       4340
final                           5610               3210       4160
## Yosys cell counts, types with 6 or more instances
master                        n
sky130_fd_sc_hd__dlxtn_1     11
sky130_fd_sc_hd__o211ai_1    10
sky130_fd_sc_hd__dfstp_2     28
sky130_fd_sc_hd__o2bb2ai_1    8
sky130_fd_sc_hd__a32oi_1     22
sky130_fd_sc_hd__nand2_1     34
sky130_fd_sc_hd__and2_1      12
sky130_fd_sc_hd__clkbuf_1   160
sky130_fd_sc_hd__nand3_1     51
sky130_fd_sc_hd__nor3b_1      9
sky130_fd_sc_hd__inv_1        8
sky130_fd_sc_hd__dfrtn_1    452
sky130_fd_sc_hd__a222oi_1    81
sky130_fd_sc_hd__nor2_1      53
sky130_fd_sc_hd__or2_2        6
sky130_fd_sc_hd__nand2b_1    15
sky130_fd_sc_hd__buf_1       30
sky130_fd_sc_hd__o21ai_0     52
sky130_fd_sc_hd__a221oi_1     9
sky130_fd_sc_hd__buf_4       45
sky130_fd_sc_hd__and3b_1      6
sky130_fd_sc_hd__o2111ai_1    6
sky130_fd_sc_hd__a21oi_1     58
sky130_fd_sc_hd__a22o_1      32
sky130_fd_sc_hd__o32a_1      14
sky130_fd_sc_hd__o22a_1      38
sky130_fd_sc_hd__a22oi_1    215
sky130_fd_sc_hd__o221ai_1     6
sky130_fd_sc_hd__or3_1        6
sky130_fd_sc_hd__or4_1        6
sky130_fd_sc_hd__mux2_2     483
sky130_fd_sc_hd__o22ai_1     26
sky130_fd_sc_hd__buf_2       25
sky130_fd_sc_hd__nor2b_1      6
sky130_fd_sc_hd__nand4_1     38
## layer usage
layer / global-route usage, % / vias to the layer above / wire (um)
met2: 59.9 / 1618 / 44000
met1: 58.2 / 11300 / 39000
met4: 19.6 / 6 / 6100
li1: - / 9353 / -
met5: 1.42 / - / 123
met3: 21.3 / 433 / 14900
## stage by stage
stage                     setup slack, ns  cell area (um2)
after global routing               -0.740            33200
after floorplan                     -4.77            25300
after CTS                          -0.840            33000
final                              -0.706            33200
after global placement             -0.468            30700
after detailed placement           -0.477            30700
## layout make-up
class	count	area, um2
multi-input cells	1388	12400
clock buffers	71	1500
flip-flops and latches	491	12200
fillers	3774	16900
inverters	7	30.0
diodes	1	2.50
clock inverters	55	410
well taps	672	841
repair buffers	624	5780
## worst reg2reg max path, delay by kind of cell, from the launching register on
family / cells / cell delay (ns)
buffers and inverters: 2 / 0.25
muxes: 1 / 0.25
DFF: 1 / 0.37
## registers in the layout, indices dropped and copies added, names as in the netlist
name,flops
control_unit.B,1
control_unit.memory_read_en,1
control_unit.memory_write_en,1
control_unit.Rn_is_valid,1
control_unit.EXE_CMD,4
control_unit.WB_Enable,1
control_unit.S,1
register_file.registers,480
condition_check.condition_check_result,1
## kinds of logic (layout without fill, tap and decap cells)
group	count (synthesis)	count (layout)	synth area share (%)
xor gates and xnor gates	5	5	0.173
other	0	1	0
AOI/OAI and AO/OA	621	621	18.9
DFF	480	480	47.6
muxes	486	486	21.6
buffers and inverters	273	757	4.94
latches	11	11	0.653
and+or+nand+nor	276	276	6.06
Power figures rest on the tool's default switching activity, not on a simulated workload.
